--- design.v ---
module  clkgen   
    #(parameter DIVWIDTH = 16) 
     (
    clk, rst, div, clkdiv
);
input clk, rst;
input wire [DIVWIDTH-1:0] div;
output reg clkdiv;
reg [DIVWIDTH-1:0] divct;
always @(posedge clk or negedge rst)
begin
    if(!rst)
    begin
       divct <= 1'b0;
       clkdiv <= 1'b0;
    end 
    else begin
       divct <= divct + 1'b1;
       if(divct == div) begin
           divct <= 1'b0;
           clkdiv <= !clkdiv;
       end 
    end    
end
endmodule
module main (clk, rst, zeroLevel, mediaLevel, highLevel ,sp512, sn512, sn64, sp8, sn1, sinput, szero,sck,cs,miso,mosi);
    input clk, rst, zeroLevel, mediaLevel, highLevel;
    output wire sp512, sn512, sinput, szero;
    output reg sn64,sp8, sn1;
    input wire sck;
    input wire cs;
    output wire miso;
    input wire mosi;
    parameter            IDLE   = 3'd0 ;
    parameter            RUNUP   = 3'd1 ;
    parameter            RUNDOWN  = 3'd2 ;
    parameter            N64  = 3'd3 ;
    parameter            P8  = 3'd4 ;
    parameter            N1  = 3'd5 ;
    parameter            ERROR  = 3'd6 ;
    wire ms;
    wire clk100k;
    reg [2:0] status;
    reg rundownreg;
    wire start;
    wire isrunup;
    wire modeN;
    wire modeP;
    wire runupw;
    reg preSinput;
    wire [31:0] wpwmNA;
    wire [31:0] wpwmNB;
    wire [31:0] wpwmPA;
    wire [31:0] wpwmPB;
    reg [31:0] stpwmNA;
    reg [31:0] stpwmNB;
    reg [31:0] stpwmPA;
    reg [31:0] stpwmPB;
    reg [11:0] strundown;
    reg [7:0]  stN64;
    reg [7:0]  stP8;
    reg [7:0]  stN1;
    reg [11:0] trundown;
    reg [7:0]  tN64;
    reg [7:0]  tP8;
    reg [7:0]  tN1;
    reg [2:0]  error;
    wire [9:0]  nplc;
    wire sgrundown;
    wire sgstart;
    assign modeN = mediaLevel ? 1'b0: 1'b1;
    assign modeP = highLevel ? 1'b1: 1'b0;
    assign isrunup = (status == RUNUP);
    assign sp512 = isrunup? runupw: rundownreg;
    assign sgrundown = (preSinput == 1'b1 && sinput == 1'b0);
    clkgen #(.DIVWIDTH(9)) c100k(clk,rst,9'd124, clk100k);
    clkgen #(.DIVWIDTH(9)) cms(clk100k,rst,9'd49,ms);
    siggen gen(.clk1ms(ms),.rst(rst),.npl(nplc),.zero(szero),.runup(sinput),.start(start));
    pwmgen #(.PERIOD(249)) pwmN(.clk(clk), .rst(rst),.start(start), .reload(clk100k), .enable(sinput), .mode(modeN), .pwm(sn512), .modeA(wpwmNA), .modeB(wpwmNB));
    pwmgen #(.PERIOD(249)) pwmP(.clk(clk), .rst(rst),.start(start), .reload(clk100k), .enable(sinput), .mode(modeP), .pwm(runupw), .modeA(wpwmPA), .modeB(wpwmPB)); 
    spi aaa(.stpwmNA(32'd1), .stpwmNB(stpwmNB), .stpwmPA(stpwmPA), .stpwmPB(stpwmPB), .strundown(strundown), 
            .stN64(stN64), .stP8(stP8), .stN1(stN1), .sck(sck), .cs(cs),.mosi(mosi), .miso(miso), .error(error), .nplc(nplc), .msclk(clk), .rst(rst));
    always @(posedge start or negedge rst)
    begin
        if(!rst) begin
            strundown <= 12'b0;
            stN64 <= 8'b0;
            stP8 <= 8'b0;
            stN1 <= 8'b0;
            stpwmNA <= 32'b0;
            stpwmNB <= 32'b0;
            stpwmPA <= 32'b0;
            stpwmPB <= 32'b0;
        end
        else begin
            stpwmNA <= wpwmNA;
            stpwmNB <= wpwmNB;
            stpwmPA <= wpwmPA;
            stpwmPB <= wpwmPB;
            strundown <= trundown;
            stN64 <= tN64;
            stP8 <= tP8;
            stN1 <= tN1;
        end
	 end
    always @(posedge clk or negedge rst)
    begin
        if(!rst) begin
            status <= IDLE;
            sn64 <= 1'b0;
            rundownreg <= 1'b0;
            sp8 <= 1'b0;
            sn1 <= 1'b0;
            preSinput <= 1'b0;
            rundownreg  <= 1'b1;
            trundown <= 12'b0;
            tN64 <= 8'b0;
            tP8 <= 8'b0;
            tN1 <= 8'b0;
            error <= 3'b0;
        end
        else begin
            preSinput <= sinput;
            if(szero) begin
                sn1 <= 1'b0;
                sp8 <= 1'b0;
                sn64 <= 1'b0;
                rundownreg <= 1'b0;
                status <= IDLE;
            end
            else begin  
                case(status)
                    IDLE:
                    begin
                        if(start) begin
                            status <= RUNUP; 
                        end
                    end
                    RUNUP:
                    begin
                        if(sgrundown) begin
                            rundownreg  <= 1'b1;
                            trundown <= 12'b1;
                            tN64 <= 8'b0;
                            tP8 <= 8'b0;
                            tN1 <= 8'b0;
                            if(zeroLevel) begin
                                error <= 3'd0;
                                status <= RUNDOWN;
                            end
                            else begin
                                error <= 3'd1;
                                status <= IDLE;
                            end
                        end
                    end
                    RUNDOWN:
                        begin
                            if(zeroLevel) begin
                                if(trundown == 12'd4095) begin
                                    error <= 3'd2;
                                    status <= IDLE;
                                end
                                else begin
                                    trundown <= trundown + 12'b1;
                                end
                            end
                            else begin
                                rundownreg  <= 1'b0;
                                status <= N64;
                                sn64 <= 1'b1;
                                tN64 <= 8'b1;
                            end
                        end
                    N64:
                        begin
                            if(!zeroLevel) begin
                                if(trundown == 8'd255) begin
                                    error <= 3'd3;
                                    status <= IDLE;
                                end
                                else begin
                                    tN64 <= tN64 + 8'b1;
                                end
                            end
                            else begin
                                sn64  <= 1'b0;
                                status <= P8;
                                sp8 <= 1'b1;
                                tP8 <= 8'b1;
                            end
                        end
                    P8:
                        begin
                            if(zeroLevel) begin
                                if(trundown == 8'd255) begin
                                    error <= 3'd4;
                                    status <= IDLE;
                                end
                                else begin
                                    tP8 <= tP8 + 8'b1;
                                end
                            end
                            else begin
                                sp8  <= 1'b0;
                                status <= N1;
                                sn1 <= 1'b1;
                                tN1 <= 8'b1;
                            end 
                        end
                    N1:
                        begin
                            if(!zeroLevel) begin
                                if(trundown == 8'd255) begin
                                    error <= 3'd5;
                                    status <= IDLE;
                                end
                                else begin
                                    tN1 <= tN1 + 8'b1;
                                end
                            end
                            else begin
                                sn1  <= 1'b0;
                                status <= IDLE;
                            end 
                        end
                endcase
            end
        end
    end
endmodule
module pwmgen 
#(parameter PERIOD = 10'd259) 
(
    clk, rst, start, reload, enable, mode, pwm, modeA, modeB
);
input clk,reload, enable, mode, rst, start;
output reg pwm;
output reg [31:0] modeA;
output reg [31:0] modeB;
reg [9:0] count;
reg [9:0] startct;
reg [9:0] finishct;
reg modest;
always @(posedge clk or negedge rst)
begin
	if(!rst) begin
		count <= 10'b0;
	end
	else begin
		if(enable) begin
			if(count == PERIOD) begin
				count <= 10'b0;
			end
			else begin
				count <= count + 10'd1;
			end
		end
		else begin
			count <= 10'b0;
		end
	 end
end
always @(posedge clk or negedge rst)
begin
	if(!rst) begin
		startct <= 10'b0;
		finishct <= 10'b0;
		modest <= 1'b0;
	end
	else begin
		if(count == 10'b0) begin
			modest <= mode;
			if(mode) begin
				startct <=  10'd2;
				finishct <= PERIOD-10'd2;
			end
			else begin
				startct <=  (PERIOD>>1) - 10'd2;
				finishct <= (PERIOD>>1) + 10'd2;
			end	
		end
		else begin
			startct <= startct;
			finishct <= finishct;
			modest <= modest;
		end
	 end
end
always @(posedge clk or negedge rst)
begin
	if(!rst) begin
		pwm <= 1'b0; 
	end
	else begin
		if(enable) begin
			if(count == startct) begin
				pwm <= 1'b1;
			end
			else if(count == finishct) begin
				pwm <= 1'b0;
			end	
		end
		else begin
			pwm <= pwm;
		end
	 end
end
always @(posedge clk or negedge rst)
begin
	 if(!rst) begin
		modeA <= 32'b0;
		modeB <= 32'b0;
	 end
	 else  begin
		if(start) begin
			modeA <= 32'b0;
			modeB <= 32'b0;
		 end
		 else if(count == 10'b1) begin
			if(modest) begin
				modeB <= modeB+32'b1;
			end
			else begin
				modeA <= modeA+32'b1;
			end
		 end
		 else begin
			 modeB <= modeB;
			 modeA <= modeA;
		 end
	 end
end
endmodule
module siggen (
    clk1ms, rst, npl, zero, runup, start
);
input clk1ms, rst;
input wire [9:0] npl;
output reg runup;
output reg zero;
output reg start;
reg [9:0] nplDiv;
reg [2:0] status;
reg [4:0] tmpct;
parameter            IDLE   = 3'd0 ;
parameter            RUNUP   = 3'd1 ;
parameter            RUNDOWN  = 3'd2 ;
parameter            ZEROS  = 3'd3 ;
always @(posedge clk1ms or negedge rst)
begin
    if(!rst)
    begin
       zero <= 1'b0;
       runup <= 1'b0;
       status <= IDLE;
       tmpct <= 5'd0;
       start <= 1'b0;
    end 
    else begin
        case(status)
        IDLE:
            begin
                status <= RUNUP;
                tmpct <= 5'd0;
                nplDiv <= 10'b0;
                start <= 1'b1;
            end
        RUNUP:
            begin
                start <= 1'b0;
                tmpct <= tmpct + 5'd1;
                if(tmpct == 5'd19) 
                begin
                    tmpct <= 5'd0;
                    nplDiv <= nplDiv + 10'd1;
                end
                if(nplDiv == npl) begin
                    nplDiv <= 10'b0;
                    runup <= 1'd0;
                    status <= RUNDOWN;
                end
                else
                    runup <= 1'd1;
            end
        RUNDOWN:
            begin
                status <= ZEROS;
                zero <= 1'b1;
                tmpct <= 5'd0;
            end
        ZEROS:
            begin
                tmpct <= tmpct + 5'd1;
                if(tmpct == 5'd4) 
                begin
                    tmpct <= 5'd0;
                    status <= IDLE;
                    zero <= 1'b0;
                end
            end
        endcase
    end    
end
endmodule
module spi (
    stpwmNA,stpwmNB,stpwmPA,stpwmPB,strundown,stN64,stP8,stN1,sck,cs,miso,mosi,error,msclk,nplc,rst
);
    input wire [31:0] stpwmNA;
    input wire [31:0] stpwmNB;
    input wire [31:0] stpwmPA;
    input wire [31:0] stpwmPB;
    input wire [11:0] strundown;
    input wire [7:0]  stN64;
    input wire [7:0]  stP8;
    input wire [7:0]  stN1;
    input wire [2:0]  error;
    input wire sck;
    input wire cs;
    input wire msclk;
    input wire rst;
    output reg miso;
    output reg [9:0] nplc;
    input wire mosi;
    reg sck1,sck2, cs1, cs2;
    wire sckPosedge;
    wire csLow;
    reg [2:0] status;
    reg [4:0] counter;
    reg [31:0] tmp;
    parameter            IDLE   = 3'd0 ;
    parameter            NA   = 3'd1 ;
    parameter            NB  = 3'd2 ;
    parameter            PA  = 3'd3 ;
    parameter            PB  = 3'd4 ;
    parameter            RD  = 3'd5 ;
    parameter            OTHER  = 3'd6 ;
    assign sckPosedge = ((sck1 == 1'b1)  && (sck2 == 1'b0));
    assign csEdge = ((cs1 == 1'b0) && (cs2 == 1'b1));
    always @(posedge msclk) begin
        sck1 <= sck;
        sck2 <= sck1;
        cs1 <= cs;
        cs2 <= cs1;
        if(!rst) begin
            nplc <= 10'd2;
            counter <= 5'b0;
            status <= IDLE;
            tmp <= stpwmNA;
            miso <= 1'b0;
        end
        else begin 
            if(cs) begin
                counter <= 5'b0;
                status <= IDLE;
                tmp <= stpwmNA;
                miso <= 1'b0;
            end
            else begin
                if(csEdge) begin
                    status <= NA;
                    tmp <= stpwmNA;
                    miso <= 1'b0;
                end
                else if (sckPosedge) begin
                    counter <= counter + 5'b1;
                    miso <= tmp[31];
                    case(status)
                        NA:
                        begin
                            if(counter == 5'd31) begin
                                status <= NB;
                                tmp <= stpwmNB;
                            end
                            else begin
                                tmp <= {tmp[30:0],mosi};
                                if((counter == 5'd16) && (tmp[15:10] == 6'b101010)) begin
                                    nplc <= tmp[9:0];
                                end
                            end
                        end
                        NB:
                        begin
                            if(counter == 5'd31) begin
                                status <= PA;
                                tmp <= stpwmPA;
                            end
                            else begin
                                tmp <= {tmp[30:0],1'b0};
                            end
                        end
                        PA:
                        begin
                            if(counter == 5'd31) begin
                                status <= PB;
                                tmp <= stpwmPB;
                            end
                            else begin
                                tmp <= {tmp[30:0],1'b0};
                            end
                        end
                        PB:
                        begin
                            if(counter == 5'd31) begin
                                status <= RD;
                                tmp <= {1'b0,error,strundown,stN64,stP8};
                            end
                            else begin
                                tmp <= {tmp[30:0],1'b0};
                            end
                        end
                        RD:
                        begin
                            if(counter == 5'd31) begin
                                status <= OTHER;
                                tmp <= {stN1,24'b0};
                            end
                            else begin
                                tmp <= {tmp[30:0],1'b0};
                            end
                        end
                        OTHER:
                        begin
                            if(counter == 5'd31) begin
                                status <= NA;
                                tmp <= stpwmNA;
                            end
                            else begin
                                tmp <= {tmp[30:0],1'b0};
                            end
                        end
                        default:
                        begin
                            counter <= 5'b0;
                            status <= NA;
                            tmp <= stpwmNA;
                            miso <= 1'b0;
                        end
                    endcase
                end
            end
        end
    end
endmodule
--- run.sh ---
#!/bin/bash
# OpenROAD 26Q1-2900-gdf79404cd8, Yosys 0.63+post, stock flow scripts
make -C /OpenROAD-flow-scripts/flow DESIGN_CONFIG=/design/flow/config.mk WORK_HOME=/design/flow/orfs finish
--- config.mk ---
export PLATFORM = sky130hd
export DESIGN_NAME = main
export DESIGN_NICKNAME = main
export VERILOG_FILES = /design/flow/design.v
export SDC_FILE = /design/flow/constraint.sdc
export NUM_CORES = 4
export LEC_CHECK = 1
export CORE_UTILIZATION = 50
--- constraint.sdc ---
current_design main

set clk_period 4.9
set clk_io_pct 0.2

create_clock -name clk0 -period $clk_period [get_ports {clk}]

set non_clock_inputs [all_inputs -no_clocks]
set_input_delay [expr $clk_period * $clk_io_pct] -clock clk0 $non_clock_inputs
set_output_delay [expr $clk_period * $clk_io_pct] -clock clk0 [all_outputs]
==> results.sh <==
# flow metrics
export IMPL_netlist_area_um2=17700
export IMPL_leakagePower_nw=7.92
export IMPL_core_area_um2=34600
export IMPL_synth_chip_area_um2=17700
export IMPL_power_density_nw_per_um2=244
export IMPL_vias=12500
export IMPL_min_path_type="reg -> reg"
export IMPL_max_stage_delay_ns=0.58
export IMPL_crit_family="simple AND/OR/NAND/NOR gates"
export IMPL_cts_buffer_depth=3
export IMPL_postCtsResizedCells=0
export IMPL_avgSynthCellArea_um2=10.3
export IMPL_drt_iter0_markers=754
export IMPL_tightestPinTransition_ns=0.860
export IMPL_die_w_um=190
export IMPL_grt_pass1_wl_mm=66.6
export IMPL_clock_latency_ns=0.58
export IMPL_grt_max_degree=96
export IMPL_flop_cell="dfrtp_1"
export IMPL_fp_util_pct=51.0
export IMPL_dpl_cell_count=2121
export IMPL_std_cell_rows=68
export IMPL_drcViolationCount=0
export IMPL_firstDrtPassIters=8
export IMPL_h_tree_depth=1
export IMPL_numCtsBuffers=30
export IMPL_ys_types=74
export IMPL_crit_chain="buf_8 -> nand2b_1 -> nor3_1 -> nand2_1 -> a221oi_1 -> a21oi_1"
export IMPL_clock_root_buffer="clkbuf_16"
export IMPL_routed_via_density=5.76
export IMPL_tritoncts="built"
export IMPL_endpoint_kind="flip-flop"
export IMPL_cp_slowest_cell="nand2_1"
export IMPL_setup_viol=0
export IMPL_warning_count=34
export IMPL_fmax_mhz=334
export IMPL_ys_cells=1713
export IMPL_wl_per_cell_um=18.5
export IMPL_die_h_um=190
export IMPL_fin_skew_ns=0.0237
export IMPL_io_buffers=15
export IMPL_cp_required_ns=5.34
export IMPL_startpoint_type="input port"
export IMPL_synth_flops=407
export IMPL_path_clk_slew_ns=0.06
export IMPL_drive_above_1_share_pct=6.50
export IMPL_syn_inst=1713
export IMPL_tns_ns=0
export IMPL_rsz0062_at_grt="false"
export IMPL_crit_fanout=76
export IMPL_synthArstFlopShare_pct=83.0
export IMPL_grtUsageTotal_pct=24.7
export IMPL_finalHoldViolations=0
export IMPL_hold_buffers=0
export IMPL_place_gp_congestion=0.896
export IMPL_syn_to_final_growth_pct=9.74
export IMPL_antenna_left=0
export IMPL_antenna_cells=0
export IMPL_status="complete, no violations"
export IMPL_ys_seq_share_pct=56.3
export IMPL_ys_warnings_count=6
export IMPL_maxSlewViolCount=0
export IMPL_post_cts_buffers=0
export IMPL_first_global_vias=11900
export IMPL_cp_arrival_ns=3.43
export IMPL_post_dp_hpwl_mm=27.7
export IMPL_edf_count=10
export IMPL_period_used_pct=61.0
export IMPL_gr_total_overflow=0
export IMPL_path_buffers=1
export IMPL_chip_area_um2=36100
export IMPL_antenna_found_initial=0
export IMPL_fill_cells=2863
export IMPL_routed_wl_mm=40.3
export IMPL_maxCapViolCount=0
export IMPL_untimed_endpoints=177
export IMPL_unclocked_pins=164
export IMPL_slew_headroom_pct=42.7
export IMPL_irDropWorstVdd_mv=0.253
export IMPL_min_period_ns=2.99
export IMPL_io_pins=16
export IMPL_finalNonFillerCells=2177
export IMPL_path_class="in -> reg"
-- worst reg2reg max path: stages (launching register included) --
cell and delay (ns):
dfrtp_1 0.40, or4_1 0.54, or4_1 0.74, a2111o_1 0.50
a21oi_2 0.18, mux2_1 0.34
-- cells in the final DEF (no fill, tap or decap), drive strengths merged, types with 24 or more instances in the layout --
cell type	n
nor4	25
and3	26
nand2	129
xor2	57
inv	48
dfxtp	59
or3	24
a22oi	54
o21ai	109
nor3	36
nand4	50
buf	26
clkbuf	42
nand3	98
dfrtp	335
nor2	170
ha	24
xnor2	65
a21oi	72
-- routing by layer --
metal	vias up	share of wire, %	global-route usage, %
met5	-	0	0
met4	0	2.4	4.65
met3	59	6.2	5.95
met2	252	44	35.4
met1	6138	47	40.7
li1	6096	-	-
-- flip-flops by register name (all words and copies together) (netlist names), 9 cells and up --
name / cells
pwmP.modeB: 32
stpwmPA: 32
stpwmPB: 32
c100k.divct: 9
cms.divct: 9
strundown: 12
stpwmNB: 32
gen.nplDiv: 10
pwmP.modeA: 32
aaa.nplc: 10
pwmN.modeB: 32
pwmP.count: 10
aaa.tmp: 32
pwmN.count: 10
trundown: 12
-- through the flow --
step                      hold slack, ns  util (%)  worst slack, ns  area [um2]  power, mW
final                              0.353      56.0             1.91       19400       4.74
after global routing               0.375      56.0             1.61       19400       4.91
after CTS                          0.357      56.0             1.94       19400       4.80
after detailed placement           0.346      52.7             1.32       18300       2.28
after global placement             0.341      52.7             1.39       18300       2.28
after floorplan                    0.331         -             2.46       17700       2.18
-- path summary, 6_finish.rpt --
kind / startpoint / to / slack (ns) / cells past startpoint
worst max register to register: trundown[9] / error[2] / 2.09 / 5
worst min register to register: aaa.cs1 / aaa.cs2 / 0.35 / 0
max in group asynchronous: rst / pwmP.modeA[0] / 2.85 / 3
worst min-delay path: aaa.cs1 / aaa.cs2 / 0.35 / 0
min in group asynchronous: rst / pwmN.modeB[4] / 0.38 / 1
worst max-delay path: rst / aaa.tmp[0] / 1.91 / 6
-- synthesized netlist by cell type (4+ instances only) --
master     number  area [um2]
nor2_1        170         638
dfxtp_1        59        1180
and4_1         19         166
dfrtp_1       335        8380
nand4_1        50         313
nand3b_1       14         105
inv_1          46         173
o211ai_1        9        67.6
xor2_1         57         499
edfxtp_1       10         300
or3_1          24         150
o31ai_1        10        75.1
o22ai_1         4        25.0
nor3_1         34         170
nand4b_1        8        70.1
nand3_1        98         490
xnor2_1        65         569
a2111oi_0       4        35.0
and2_1          9        56.3
buf_2           6        30.0
a21oi_1        71         355
clkbuf_1       74         278
mux2_2         11         124
o21ai_0       107         536
a22o_1         14         123
nand2_1       129         484
a22oi_1        54         405
a211oi_1        4        30.0
o21a_1          4        30.0
ha_1           24         300
or4_1          15         113
or2_2           6        37.5
nand2b_1       20         125
mux2i_1        12         120
nor2b_1        16         100
a222oi_1        9        90.1
and3_1         26         163
buf_1           6        22.5
nor4_1         25         156
-- kinds of logic after synthesis --
| group | count (synthesis) | synth area share [%] |
|---|---|---|
| flip-flops | 407 | 56.3 |
| XOR/XNOR | 122 | 6.05 |
| AND-OR/OR-AND | 324 | 11.8 |
| AND/OR/NAND/NOR | 678 | 19.7 |
| adder cells (fa/ha/maj) | 24 | 1.70 |
| multiplexers | 25 | 1.51 |
| buffers and inverters | 133 | 2.91 |
-- area by class of cell --
type                            count  area (um2)  area share [%]
Sequential cell                   407        9950            51.3
Clock inverter                     14         204            1.05
Multi-Input combinational cell   1173        7220            37.3
Clock buffer                       42         931            4.80
Timing Repair Buffer               40         343            1.77
Tap cell                          455         569            2.94
Inverter                           46         173           0.890
-- power by group --
part / internal (mW) / total, mW / switching (mW)
combinational: 0.0469 / 0.146 / 0.0994
sequential: 2.04 / 2.09 / 0.0493
clock: 1.58 / 2.50 / 0.919
total: 3.67 / 4.74 / 1.07
Power is estimated from default activity; no workload was simulated.
